==> ./design.v <==
module bitsplit_gt(
    input   clk,
    input   bit1_i,
    input   bit2_i,
    output  largebit_o,
    output  smallbit_o,
    input   swap_i,
    output  swap_o,
    input   run_i,
    output  run_o
    );
    reg     r_bit1;
    reg     r_bit2;
    reg     r_small_bit;
    reg     r_large_bit;
    reg     r_compare_result;
    reg     r_freeze_compare;
    reg [0:1]   r_swap;
    reg [0:1]   r_run;
    wire    w_different_bits;
    always @(posedge clk)
        begin
            if (~run_i) begin
                r_freeze_compare <= 0;      end
            else if (w_different_bits) begin
                r_freeze_compare <= 1;      end
        end
    always @(posedge clk)
        begin
            if (~run_i) begin
                r_compare_result <= 0;      end
            else if (~r_freeze_compare) begin
                if (bit1_i & ~bit2_i)   begin
                    r_compare_result <= 1;  end
                else begin
                    r_compare_result <= 0;  end
                end
        end
    always @(posedge clk)
        begin
            r_bit1 <= bit1_i;
            r_bit2 <= bit2_i;
            if (~r_compare_result) begin
                r_small_bit <= r_bit1;
                r_large_bit <= r_bit2;   end
            else begin
                r_small_bit <= r_bit2;
                r_large_bit <= r_bit1;   end
        end
    always @(posedge clk)
        begin
            r_swap[0] <= swap_i;
            r_swap[1] <= r_swap[0] | r_compare_result;
        end
    always @(posedge clk)
        begin
            r_run[0] <= run_i;
            r_run[1] <= r_run[0];
        end
    assign w_different_bits = bit1_i ^ bit2_i;
    assign largebit_o = r_large_bit;
    assign smallbit_o = r_small_bit;
    assign swap_o = r_swap[1];
    assign run_o = r_run[1];
endmodule
module intgenerator_gt #(parameter N_BITS=8, parameter K_NUMBERS=8)
    (
    input   clk,
    input   rst,
    input   run_i,
    input   swap_i,
    output  done_o,
    output  interrupt_o
    );
    parameter P_PULSES = (2*(K_NUMBERS+11))/(N_BITS+4);
    parameter P_WIDTH = $clog2(P_PULSES)+1;
    reg     r_run_delay;
    reg     r_swap_delay;
    reg [P_WIDTH:0]   r_pulses;
    reg     r_done;
    always @(posedge clk)
        begin
            if (rst) begin
                r_run_delay <= 1'b0;
                r_swap_delay <= 1'b0;    end
            else begin
                r_run_delay <= run_i;
                r_swap_delay <= swap_i;  end
        end
    always @(posedge clk)
        begin
            if (rst || (r_pulses[P_WIDTH])) begin
                r_pulses <= P_PULSES - 1;            end
            else if (w_falling_run) begin
                if (~r_swap_delay) begin
                    r_pulses <= r_pulses - 1;        end
                else begin
                    r_pulses <= P_PULSES - 1;        end
                end
        end
    always @(posedge clk)
        begin
 if (w_falling_run & (~r_swap_delay)) begin
                r_done <= 1'b1;                      end
            else begin
                r_done <= 1'b0;                      end
        end
    assign w_falling_run = (~run_i) & r_run_delay;
    assign done_o = r_done;
    assign interrupt_o = r_pulses[P_WIDTH];
endmodule
module rungenerator_gt #(parameter N_BITS=8)
    (
    input   clk,
    input   rst,
    input   start_i,
    input   all_sorted_i,
    output  run_o
    );
    reg [N_BITS+4-1:0]  r_count;
    reg     r_job_done;
    wire    w_ready_to_stop;
    wire    w_next_bit;
    always @(posedge clk)
        begin
            if (rst) begin
                r_count <= {{N_BITS{1'd0}},4'b0000};             end
            else if(start_i) begin
                r_count <= {{N_BITS{1'd1}},4'b0000};             end
            else  begin
                r_count <= {r_count[N_BITS+4-2:0],w_next_bit};   end
        end
    always @(posedge clk)
        begin
            if (rst) begin
                r_job_done <= 1'b1;          end
            else if (all_sorted_i) begin
                r_job_done <= 1'b1;          end
            else if (start_i) begin
                r_job_done <= 1'b0;          end
        end
    assign w_ready_to_stop = ~r_count[0];
    assign w_next_bit = (r_job_done & w_ready_to_stop) ? 1'b0 : r_count[N_BITS+4-1];
    assign run_o = r_count[0];
endmodule
module stageen_gt #(parameter N_BITS=8)
(
    input   clk,
    input   load,
    input  [N_BITS-1:0] data_i,
    output [N_BITS-1:0] data_o,
    input   swap_i,
    output  swap_o,
    input   run_i,
    input   run_late_i,
    output  run_o,
    input   bit_i,
    output  bit_o,
    input   value_i,
    output  value_o
    );
    reg[N_BITS-1:0]    r_data;
    wire    w_large_bit;
    wire    w_small_bit;
    wire    w_swap_o;
    wire    w_run_o;
    always @(posedge clk)
        begin
            if (load) begin
                r_data <= data_i;                        end
            else if (run_i | run_late_i) begin
                r_data <= {r_data[N_BITS-2:0],value_i};  end
        end
    bitsplit_gt split_module (
        .clk(clk),
        .bit1_i(bit_i),
        .bit2_i(r_data[N_BITS-1]),
        .largebit_o(w_large_bit),
        .smallbit_o(w_small_bit),
        .swap_i(swap_i),
        .swap_o(w_swap_o),
        .run_i(run_i),
        .run_o(w_run_o)
        );
    assign data_o = r_data;
    assign swap_o = w_swap_o;
    assign run_o = w_run_o;
    assign bit_o = w_large_bit;
    assign value_o = w_small_bit;
endmodule
module bublesort_gt #(parameter N_BITS = 8, parameter K_NUMBERS =49)
    (
    input   clk,
    input   rst,
    input   [K_NUMBERS-1:0] load_i,
    input   [K_NUMBERS*N_BITS-1:0] writedata_i,
    output  [K_NUMBERS*N_BITS-1:0] readdata_o,
    input   start_i,
    output  done_o,
    output  interrupt_o,
    input   abort_i
    );
    genvar     i;
    reg [0:1]   r_value_66;
    reg [0:1]   r_run_late_66;
    wire w_runback;
    wire w_swapback;
    wire w_done;
    wire w_interrupt;
    wire [K_NUMBERS+1:0]    w_run_up;
    wire [K_NUMBERS:0]      w_swap_up;
    wire [K_NUMBERS:0]      w_bit_up;
    wire [K_NUMBERS:0]      w_value_down;
    rungenerator_gt #(.N_BITS(N_BITS))
    run_module (
        .clk(clk),
        .rst(rst),
        .start_i(start_i),
        .all_sorted_i(w_done),
        .run_o(w_run)
    );
    intgenerator_gt #(.N_BITS(N_BITS),.K_NUMBERS(K_NUMBERS))
    interrupt_module (
        .clk(clk),
        .rst(rst),
        .run_i(w_runback),
        .swap_i(w_swapback),
        .done_o(w_done),
        .interrupt_o(w_interrupt)
    );
generate
    for (i=0; i < K_NUMBERS; i=i+1) begin : STAGEN
        stageen_gt #(.N_BITS(N_BITS))
        stage (
            .clk(clk),
            .load(load_i[i]),
            .data_i(writedata_i[(i+1)*N_BITS-1:(i+0)*N_BITS]),
            .data_o(readdata_o[(i+1)*N_BITS-1:(i+0)*N_BITS]),
            .swap_i(w_swap_up[i]),
            .swap_o(w_swap_up[i+1]),
            .run_i(w_run_up[i]),
            .run_late_i(w_run_up[i+2]),
            .run_o(w_run_up[i+1]),
            .bit_i(w_bit_up[i]),
            .bit_o(w_bit_up[i+1]),
            .value_i(w_value_down[i+1]),
            .value_o(w_value_down[i])
        );
    end
endgenerate
    always @(posedge clk)
        begin
            r_value_66[0] <= w_bit_up[K_NUMBERS];
            r_value_66[1] <= r_value_66[0];
        end
    always @(posedge clk)
        begin
            r_run_late_66[0] <= w_runback;
            r_run_late_66[1] <= r_run_late_66[0];
        end
    assign w_value_down[K_NUMBERS] = r_value_66[1];
    assign w_run_up[K_NUMBERS+1] = r_run_late_66[1];
    assign w_swap_up[0] = 1'b0;
    assign w_bit_up[0] = 1'b0;
    assign w_runback = w_run_up[K_NUMBERS];
    assign w_run_up[0] = w_run;
    assign w_swapback = w_swap_up[K_NUMBERS];
    assign done_o = w_done;
    assign interrupt_o = w_interrupt;
endmodule
==> ./run.sh <==
#!/bin/bash
# OpenROAD 26Q1-2900-gdf79404cd8, Yosys 0.63+post, stock flow scripts
make -C /OpenROAD-flow-scripts/flow DESIGN_CONFIG=/design/flow/config.mk WORK_HOME=/design/flow/orfs finish
==> ./config.mk <==
export PLATFORM = sky130hd
export DESIGN_NAME = bublesort_gt
export DESIGN_NICKNAME = bublesort_gt
export VERILOG_FILES = /design/flow/design.v
export SDC_FILE = /design/flow/constraint.sdc
export NUM_CORES = 4
export LEC_CHECK = 1
export CORE_UTILIZATION = 30
==> ./constraint.sdc <==
current_design bublesort_gt

set clk_period 1.5
set clk_io_pct 0.2

create_clock -name clk0 -period $clk_period [get_ports {clk}]

set non_clock_inputs [all_inputs -no_clocks]
set_input_delay [expr $clk_period * $clk_io_pct] -clock clk0 $non_clock_inputs
set_output_delay [expr $clk_period * $clk_io_pct] -clock clk0 [all_outputs]
==> out/results.ini <==
[routing]
drtIter0Drc = 690
drc_errors = 0
drt-total-wl_um = 82000
drt-pass1-iter-count = 6
vias = 18900
routed_via_density = 4.20
avgRoutedWirePerCell_um = 18.2
antenna_left = 0

[global_route]
antenna_found_initial = 11
grt_pass1_wl_um = 118000
grt_pass1_vias = 19800
grt_usage_pct = 15.8
grt_max_degree = 15
overflow = 0

[layout]
drive_above_1_share_pct = 44.4
nFillCells = 9004
syn2layout_area_growth_pct = 42.4

[sta]
period_used_pct = 106
setup_violations = 63
clock.fmax_mhz = 626
slew_headroom_pct = 69.4
rsz0062_at_grt = true
clock_skew_ns = 0.0155
timing.final.ws_setup_ns = -0.0972
finalHoldViolCount = 0
tightest_slew_ns = 0.459
slew_violations = 0
period_needed_ns = 1.60

[synthesis]
topCellsByArea = edfxtp_1 38%, dfxtp_1 33%, mux2_2 18%
ys_chip_area_sq_um = 31100
ys_warn_count = 7
flop_cell = dfxtp_1
synthTopCellsByCount = 509 x dfxtp_1, 488 x mux2_2, 392 x edfxtp_1
ys.flops = 901
synth.largest_area_cell = edfxtp_1
ys_cells = 1927
yosysMostFrequentCell = dfxtp_1
ys_seq_share_pct = 70.6
ys_types = 27
synth.avg_cell_area_sq_um = 16.1
netlist_area_sq_um = 31100
edf_count = 392
yosys.area.top_type_share_pct = 37.9
async_flop_share_pct = 0
synthesis.instances = 1927

[die]
die_y_um = 324
pin_count = 839
core_area_sq_um = 102000
die_area_sq_um = 105000
die_x_um = 324
rows = 117
fp-utilization_pct = 30.4

[clocking]
cts_tree = built
numCtsBuffers = 98
cts_root_buffer = clkbuf_16
clock_latency_ns = 0.65
h-tree-depth = 3
clock-sinks = 901
cts_buffer_depth = 3
cts_hold_buf = 0
path_clk_slew_ns = 0.06

[flow_run]
maxCapViolations = 0
tool_warnings = 28

[status]
outcome = finished, violations left
violations = setup timing

[worst_setup_path]
start_kind = flip-flop
r2r-start = STAGEN[22].stage.split_module.r_run[1]$_DFF_P_
cp_max_fo = 2
endpoint = readdata_o[332]
slowest_delay_ns = 0.49
arrival_ns = 1.30
worstSetupPathType = flip-flop to output pin
crit_start = STAGEN[41].stage.r_data[4]$_DFFE_PP_
worstPathRequired_ns = 1.20
endpoint_kind = output pin
crit_chain = buf_2
regToRegSetupSlack_ns = 0.14
worst-path-buf-inv = 1
slowest_stage = edfxtp_1
ff2ff_path_depth = 1
cp_top_family = flip-flops
path_depth = 1
r2r_end = STAGEN[21].stage.r_data[1]$_DFFE_PP_

[placement]
detailed_place_hpwl_um = 62700
post-place-ws_ns = -0.228
io_buffers = 837
gp_congestion = 0.916

[power_and_ir_drop]
swShare_pct = 20.8
ir_drop_v = 0.00110
p_int_mw = 46.1
clkPwrFrac_pct = 43.6
combPwrFrac_pct = 8.3
cellPowerDensity_nw_per_um2 = 1310
p_sw_mw = 12.1
seqPwrFrac_pct = 48.2
fin_total_pwr_mw = 58.2
p_leak_nw = 17.8

[hold_path]
hold_class = flip-flop to flip-flop

## metrics by stage
step | instance area [sq um] | hold slack, ns | TNS [ns] | utilization, % | instances
after floorplan | 31100 | 0.310 | 0 | - | 1927
after global routing | 44300 | 0.278 | -22.45 | 43.3 | 4497
after global placement | 41300 | 0.310 | -63.35 | 40.4 | 4132
final | 44300 | 0.310 | -1.82 | 43.3 | 4499
after detailed placement | 41300 | 0.312 | -75.37 | 40.4 | 4132
after CTS | 43800 | 0.258 | -18.73 | 42.8 | 4434
## per-layer routing
layer	wire length (um)	share of wire, %	vias up	GRT usage, %
met5	87	0.11	-	0
met4	2050	2.5	14	3.51
met3	7040	8.6	148	5.50
met2	40700	50	622	25.9
met1	32100	39	8976	20.5
li1	-	-	9124	-
## power groups by stage
stage	clock [mW]	combinational (mW)	sequential (mW)
6_report	25.4	4.82	28.0
5_1_grt	27.0	5.26	28.2
4_1_cts	26.1	4.71	28.1
## how the worst min path moves through the flow
stage                                             startpoint                                              to  slack, ns  depth (start not counted)
CTS                                          writedata_i[83]            STAGEN[10].stage.r_data[3]$_DFFE_PP_       0.26                          2
global route                                 writedata_i[67]             STAGEN[8].stage.r_data[3]$_DFFE_PP_       0.28                          2
finish        STAGEN[35].stage.split_module.r_run[0]$_DFF_P_  STAGEN[35].stage.split_module.r_run[1]$_DFF_P_       0.31                          0
## placed cells by master, fill, tap and decap left out, drive strengths merged, types with 2 or more instances in the layout
| cell type | instances |
|---|---|
| a21boi | 48 |
| and2 | 3 |
| buf | 675 |
| bufinv | 6 |
| clkbuf | 140 |
| clkdlybuf4s50 | 443 |
| clkinv | 22 |
| dfxtp | 509 |
| diode | 3 |
| edfxtp | 392 |
| ha | 49 |
| inv | 113 |
| mux2 | 488 |
| mux2i | 49 |
| nand3b | 2 |
| nand4 | 2 |
| nor2 | 24 |
| nor2b | 51 |
| nor3 | 5 |
| o21ai | 3 |
| or2 | 47 |
| or3 | 49 |
## logic make-up after synthesis
kind of cell | share of synthesized area [%]
mux | 19.3
compound gates | 1.30
buf+inv | 3.20
fa+ha+maj | 1.97
simple gates | 3.61
xor+xnor | 0.0282
flops | 70.6
## area by class of cell
| type | count | area, sq um | share of cell area, % |
|---|---|---|---|
| diodes | 3 | 7.51 | 0.0170 |
| clock buffers | 140 | 3110 | 7.01 |
| clock inverters | 43 | 408 | 0.921 |
| inverters | 99 | 372 | 0.839 |
| multi-input cells | 827 | 8130 | 18.4 |
| flip-flops and latches | 901 | 22000 | 49.6 |
| well taps | 1368 | 1710 | 3.87 |
| repair buffers | 1118 | 8570 | 19.3 |
## registers in the layout, indices dropped and copies added, names as in the netlist, 6 cells and up
signal	flops
interrupt_module.r_pulses	6
STAGEN.stage.split_module.r_freeze_compare	48
STAGEN.stage.split_module.r_bit2	49
STAGEN.stage.split_module.r_run	98
STAGEN.stage.split_module.r_large_bit	49
STAGEN.stage.split_module.r_small_bit	48
STAGEN.stage.split_module.r_bit1	48
STAGEN.stage.r_data	392
STAGEN.stage.split_module.r_swap	95
STAGEN.stage.split_module.r_compare_result	48
run_module.r_count	12
## timing repair
item                                    in CTS  in global routing
endpoints found under the setup margin     394                392
resized                                   1317                  5
buffers inserted                           119                 62
pin swaps                                    0                  0
Power and IR drop assume default switching activity.
