### design/flow/design.v
module bitsplit(
    input   clk,
    input   bit1_i,
    input   bit2_i,
    output  largebit_o,
    output  smallbit_o,
    input   swap_i,
    output  swap_o,
    input   run_i,
    output  run_o
    );
    reg     r_bit1;
    reg     r_bit2;
    reg     r_small_bit;
    reg     r_large_bit;
    reg     r_compare_result;
    reg     r_freeze_compare;
    reg [0:1]   r_swap;
    reg [0:1]   r_run;
    wire    w_different_bits;
    always @(posedge clk)
        begin
            if (~run_i) begin
                r_freeze_compare <= 0;      end
            else if (w_different_bits) begin
                r_freeze_compare <= 1;      end
        end
    always @(posedge clk)
        begin
            if (~run_i) begin
                r_compare_result <= 0;      end
            else if (~r_freeze_compare) begin
                if (bit1_i & ~bit2_i)   begin
                    r_compare_result <= 1;  end
                else begin
                    r_compare_result <= 0;  end
                end
        end
    always @(posedge clk)
        begin
            r_bit1 <= bit1_i;
            r_bit2 <= bit2_i;
            if (~r_compare_result) begin
                r_small_bit <= r_bit1;
                r_large_bit <= r_bit2;   end
            else begin
                r_small_bit <= r_bit2;
                r_large_bit <= r_bit1;   end
        end
    always @(posedge clk)
        begin
            r_swap[0] <= swap_i;
            r_swap[1] <= r_swap[0] | r_compare_result;
        end
    always @(posedge clk)
        begin
            r_run[0] <= run_i;
            r_run[1] <= r_run[0];
        end
    assign w_different_bits = bit1_i ^ bit2_i;
    assign largebit_o = r_large_bit;
    assign smallbit_o = r_small_bit;
    assign swap_o = r_swap[1];
    assign run_o = r_run[1];
endmodule
module intgenerator #(parameter N_BITS=8, parameter K_NUMBERS=8)
    (
    input   clk,
    input   rst,
    input   run_i,
    input   swap_i,
    output  done_o,
    output  interrupt_o
    );
    parameter P_PULSES = (2*(K_NUMBERS+11))/(N_BITS+4);
    parameter P_WIDTH = $clog2(P_PULSES)+1;
    reg               r_run_delay;
    reg               r_swap_delay;
    reg [P_WIDTH:0]   r_pulses;
    reg               r_done;
    always @(posedge clk)
        begin
            if (rst) begin
                r_run_delay <= 1'b0;
                r_swap_delay <= 1'b0;    end
            else begin
                r_run_delay <= run_i;
                r_swap_delay <= swap_i;  end
        end
    always @(posedge clk)
        begin
            if (rst || (r_pulses[P_WIDTH])) begin
                r_pulses <= P_PULSES - 1;            end
            else if (w_falling_run) begin
                if (~r_swap_delay) begin
                    r_pulses <= r_pulses - 1;        end
                else begin
                    r_pulses <= P_PULSES - 1;        end
                end
        end
    always @(posedge clk)
        begin
            if (w_falling_run & (~r_swap_delay)) begin
                r_done <= 1'b1;                      end
            else begin
                r_done <= 1'b0;                      end
        end
    assign w_falling_run = (~run_i) & r_run_delay;
    assign done_o = r_done;
    assign interrupt_o = r_pulses[P_WIDTH];
endmodule
module rungenerator #(parameter N_BITS=8)
    (
    input   clk,
    input   rst,
    input   start_i,
    input   all_sorted_i,
    output  run_o
    );
    reg [N_BITS+4-1:0]  r_count;
    reg     r_job_done;
    wire    w_ready_to_stop;
    wire    w_next_bit;
    always @(posedge clk)
        begin
            if (rst) begin
                r_count <= {{N_BITS{1'd0}},4'b0000};             end
            else if(start_i) begin
                r_count <= {{N_BITS{1'd1}},4'b0000};             end
            else  begin
                r_count <= {r_count[N_BITS+4-2:0],w_next_bit};   end
        end
    always @(posedge clk)
        begin
            if (rst) begin
                r_job_done <= 1'b1;          end
            else if (all_sorted_i) begin
                r_job_done <= 1'b1;          end
            else if (start_i) begin
                r_job_done <= 1'b0;          end
        end
    assign w_ready_to_stop = ~r_count[0];
    assign w_next_bit = (r_job_done & w_ready_to_stop) ? 1'b0 : r_count[N_BITS+4-1];
    assign run_o = r_count[0];
endmodule
module stageen #(parameter N_BITS=8)
(
    input   clk,
    input   load,
    input  [N_BITS-1:0] data_i,
    output [N_BITS-1:0] data_o,
    input   swap_i,
    output  swap_o,
    input   run_i,
    input   run_late_i,
    output  run_o,
    input   bit_i,
    output  bit_o,
    input   value_i,
    output  value_o
    );
    reg[N_BITS-1:0]    r_data;
    wire    w_large_bit;
    wire    w_small_bit;
    wire    w_swap_o;
    wire    w_run_o;
    always @(posedge clk)
        begin
            if (load) begin
                r_data <= data_i;                        end
            else if (run_i | run_late_i) begin
                r_data <= {r_data[N_BITS-2:0],value_i};  end
        end
    bitsplit split_module (
        .clk(clk),
        .bit1_i(bit_i),
        .bit2_i(r_data[N_BITS-1]),
        .largebit_o(w_large_bit),
        .smallbit_o(w_small_bit),
        .swap_i(swap_i),
        .swap_o(w_swap_o),
        .run_i(run_i),
        .run_o(w_run_o)
        );
    assign data_o = r_data;
    assign swap_o = w_swap_o;
    assign run_o = w_run_o;
    assign bit_o = w_large_bit;
    assign value_o = w_small_bit;
endmodule
module bublesort #(parameter N_BITS = 8, parameter K_NUMBERS = 49)
    (
    input   clk,
    input   rst,
    input   [K_NUMBERS-1:0] load_i,
    input   [K_NUMBERS*N_BITS-1:0] writedata_i,
    output  [K_NUMBERS*N_BITS-1:0] readdata_o,
    input   start_i,
    output  done_o,
    output  interrupt_o,
    input   abort_i
    );
    genvar     i;
    reg [0:1]   r_value_66;
    reg [0:1]   r_run_late_66;
    wire w_runback;
    wire w_swapback;
    wire w_done;
    wire w_interrupt;
    wire [K_NUMBERS+1:0]    w_run_up;
    wire [K_NUMBERS:0]      w_swap_up;
    wire [K_NUMBERS:0]      w_bit_up;
    wire [K_NUMBERS:0]      w_value_down;
    rungenerator #(.N_BITS(N_BITS))
    run_module (
        .clk(clk),
        .rst(rst),
        .start_i(start_i),
        .all_sorted_i(w_done),
        .run_o(w_run)
    );
    intgenerator #(.N_BITS(N_BITS),.K_NUMBERS(K_NUMBERS))
    interrupt_module (
        .clk(clk),
        .rst(rst),
        .run_i(w_runback),
        .swap_i(w_swapback),
        .done_o(w_done),
        .interrupt_o(w_interrupt)
    );
generate
    for (i=0; i < K_NUMBERS; i=i+1) begin : STAGEN
        stageen #(.N_BITS(N_BITS))
        stage (
            .clk(clk),
            .load(load_i[i]),
            .data_i(writedata_i[(i+1)*N_BITS-1:(i+0)*N_BITS]),
            .data_o(readdata_o[(i+1)*N_BITS-1:(i+0)*N_BITS]),
            .swap_i(w_swap_up[i]),
            .swap_o(w_swap_up[i+1]),
            .run_i(w_run_up[i]),
            .run_late_i(w_run_up[i+2]),
            .run_o(w_run_up[i+1]),
            .bit_i(w_bit_up[i]),
            .bit_o(w_bit_up[i+1]),
            .value_i(w_value_down[i+1]),
            .value_o(w_value_down[i])
        );
    end
endgenerate
    always @(posedge clk)
        begin
            r_value_66[0] <= w_bit_up[K_NUMBERS];
            r_value_66[1] <= r_value_66[0];
        end
    always @(posedge clk)
        begin
            r_run_late_66[0] <= w_runback;
            r_run_late_66[1] <= r_run_late_66[0];
        end
    assign w_value_down[K_NUMBERS] = r_value_66[1];
    assign w_run_up[K_NUMBERS+1] = r_run_late_66[1];
    assign w_swap_up[0] = 1'b0;
    assign w_bit_up[0] = 1'b0;
    assign w_runback = w_run_up[K_NUMBERS];
    assign w_run_up[0] = w_run;
    assign w_swapback = w_swap_up[K_NUMBERS];
    assign done_o = w_done;
    assign interrupt_o = w_interrupt;
endmodule
### design/flow/run.sh
#!/bin/bash
# OpenROAD 26Q1-2900-gdf79404cd8, Yosys 0.63+post, stock flow scripts
make -C /OpenROAD-flow-scripts/flow DESIGN_CONFIG=/design/flow/config.mk WORK_HOME=/design/flow/orfs finish
### design/flow/config.mk
export PLATFORM = sky130hd
export DESIGN_NAME = bublesort
export DESIGN_NICKNAME = bublesort
export VERILOG_FILES = /design/flow/design.v
export SDC_FILE = /design/flow/constraint.sdc
export NUM_CORES = 4
export LEC_CHECK = 1
export CORE_UTILIZATION = 30
### design/flow/constraint.sdc
current_design bublesort

set clk_period 1.8
set clk_io_pct 0.2

create_clock -name clk0 -period $clk_period [get_ports {clk}]

set non_clock_inputs [all_inputs -no_clocks]
set_input_delay [expr $clk_period * $clk_io_pct] -clock clk0 $non_clock_inputs
set_output_delay [expr $clk_period * $clk_io_pct] -clock clk0 [all_outputs]
==> flow_summary.yaml <==
# implementation run metrics
final_timing:
  period_needed_ps: 1733
  finalMaxSlewViolations: 0
  worst_pin_slew_ps: 544.4
  finalSetupViolations: 0
  finalWorstSetupSlack_ps: 67.19
  holdWs_ps: 315.9
  rsz0062_at_grt: "no"
  finalHoldViolations: 0
  fin_skew_ps: 14.80
  fin_crit_sh: 0.9627
  max_freq_ghz: 0.5771
  relSlewSlack: 0.6366
clock_tree:
  cts_inserted_buffers: 95
  clock-root-buffer: "clkbuf_16"
  cts_tree: "built"
  cts_sinks: 901
  hold_buffers: 0
  clkTransAtPathRegs_ps: 60
  cts-htree-levels: 3
  max-clock-path-buffers: 3
  clkLatencyLatePin_ps: 650
setup_path:
  endpoint_kind: "primary output"
  crit_cells: 1
  arrival_ps: 1370
  path_buffers: 1
  cp_cell_sequence: "dlygate4sd2_1"
  cpPeakStageDelay_ps: 440
  crit_slowest_cell: "edfxtp_1"
  start_kind: "register"
  ff2ff_path_depth: 1
  path_delay_family: "flip-flops"
  worstSetupPathType: "register to primary output"
  required_ps: 1440
  crit_fanout: 2
floorplan:
  die_h_um: 323.9
  rows: 117
  die_w_um: 323.9
  io_pins: 839
  fp_util: 0.3038
  fp.coreArea_mm2: 0.1023
  die-area_mm2: 0.1049
yosys:
  ys_types: 27
  ys_cells: 1927
  edf_count: 392
  syn-instance-count: 1927
  synth_flops: 901
  yosysWarnings: 7
  yosys-stat-area_mm2: 0.03109
  synth_seq_share: 0.7064
  synth_area_mm2: 0.03109
  ys_async_sr_fraction: 0
  synth.avg_cell_area_um2: 16.13
  ys.flop_type: "dfxtp_1"
routing:
  dr.pass1.iters: 6
  drt-initial-drc-count: 706
  drc_errors: 0
  final_antenna_net_count: 0
  vias: 18490
  drt-wirelength-per-cell_um: 18.50
  viasPerCell: 4.209
  finalWirelength_um: 81270
placed_design:
  io_buffer_count: 837
  gp_congestion: 0.9197
  pre_cts_slack_ps: -50.03
  hpwl_um: 62350
global_routing:
  grt_antenna_before_repair: 5
  grt_max_degree: 16
  grt_pass1_vias: 19710
  globalRouteTotalUtil: 0.1585
  gr-total-overflow: 0
  grt_pass1_wl_um: 119000
job:
  tool_warnings: 26
  maxCapViolCount: 0
cells_and_area:
  layout-drive-gt1-share: 0.2927
  fill_cells: 9064
  syn_to_final_growth_pct: 43.91
hold_path:
  hold_path.class: "register to register"
  min_delay_path_depth: 0
pwr:
  peakVddDrop_mv: 0.6724
  power.density_mw_per_mm2: 1060
  p_leak_uw: 0.01764
status:
  status: "complete, no violations"
==> repair_timing <==
item / 4_1_cts / 5_1_grt
cloned: 0 / 0
pin swaps: 0 / 0
gates resized: 419 / 9
setup buffers: 104 / 2
endpoints found under the setup margin: 394 / 10
==> state kept, by name (all words and copies together) (netlist names), 48 cells and up <==
signal / count
STAGEN.stage.split_module.r_bit1: 48
STAGEN.stage.split_module.r_large_bit: 49
STAGEN.stage.split_module.r_run: 98
STAGEN.stage.split_module.r_compare_result: 48
STAGEN.stage.r_data: 392
STAGEN.stage.split_module.r_bit2: 49
STAGEN.stage.split_module.r_swap: 95
STAGEN.stage.split_module.r_small_bit: 48
STAGEN.stage.split_module.r_freeze_compare: 48
==> placed cells by master, fill, tap and decap left out, types with 4 or more instances in the layout <==
cell | Yosys | layout
or2_2 | 47 | 47
inv_1 | 99 | 99
dlygate4sd2_1 | 0 | 365
clkdlybuf4s15_1 | 0 | 27
diode_2 | 0 | 4
buf_4 | 49 | 176
clkbuf_16 | 0 | 109
clkbuf_1 | 0 | 15
or3_1 | 49 | 49
nor2_1 | 24 | 24
nor2b_1 | 50 | 50
a21boi_0 | 48 | 48
edfxtp_1 | 392 | 392
clkbuf_8 | 0 | 12
ha_1 | 49 | 49
inv_6 | 0 | 5
inv_4 | 0 | 7
clkinv_2 | 0 | 20
clkdlybuf4s50_1 | 0 | 443
dfxtp_1 | 509 | 507
mux2_2 | 488 | 488
mux2i_1 | 49 | 49
==> metrics by stage <==
step	power [µW]	utilization	instance area (µm²)	setup TNS, ps	std cells
2_1_floorplan	24980	-	31090	0	1927
3_3_place_gp	27990	0.4017	41100	-408.4	4103
3_5_place_dp	28030	0.4017	41100	-502.3	4103
4_1_cts	48130	0.4369	44710	0	4386
5_1_grt	49360	0.4372	44740	0	4390
6_report	47410	0.4372	44740	0	4392
==> synth_stat cells (3+ instances only) <==
master,n,area share
dfxtp_1,509,0.33
mux2_2,488,0.18
edfxtp_1,392,0.38
inv_1,99,0.012
buf_2,51,0.0082
nor2b_1,50,0.010
buf_4,49,0.012
ha_1,49,0.020
mux2i_1,49,0.016
or3_1,49,0.0099
a21boi_0,48,0.012
or2_2,47,0.0095
nor2_1,24,0.0029
and2_1,3,0.00060
nor3_2,3,0.00097
o21ai_0,3,0.00048
==> cell type report <==
| type | instances | area, µm² | area share |
|---|---|---|---|
| Clock buffer | 138 | 2964 | 0.06625 |
| Tap cell | 1368 | 1712 | 0.03826 |
| Multi-Input combinational cell | 827 | 8134 | 0.1818 |
| Timing Repair Buffer | 1014 | 9253 | 0.2068 |
| Antenna cell | 4 | 10.01 | 0.0002237 |
| Clock inverter | 41 | 331.6 | 0.007411 |
| Sequential cell | 901 | 21970 | 0.4910 |
| Inverter | 99 | 371.6 | 0.008306 |
==> worst paths after layout <==
path | slack (ps) | startpoint | endpoint
worst max-delay path | 70 | STAGEN[33].stage.r_data[6] | readdata_o[270]
worst min-delay path | 320 | STAGEN[30].stage.split_module.r_run[0] | STAGEN[30].stage.split_module.r_run[1]
worst max register to register | 390 | run_module.r_count[0] | STAGEN[0].stage.r_data[0]
worst min register to register | 320 | STAGEN[30].stage.split_module.r_run[0] | STAGEN[30].stage.split_module.r_run[1]
==> per-layer routing <==
metal | wire, µm | up-vias | global-route usage
met5 | 0 | - | 0
li1 | - | 8894 | -
met3 | 6655 | 139 | 0.05160
met4 | 2540 | 0 | 0.04591
met2 | 40470 | 600 | 0.2596
met1 | 31600 | 8855 | 0.2053
==> power breakdown <==
part / leakage (µW) / internal (µW) / switching (µW)
clock network: 0.00165 / 11900 / 8120
logic: 0.00795 / 2730 / 1250
registers: 0.00803 / 22700 / 622
total: 0.0176 / 37400 / 9990
==> cell families (layout without fill, tap and decap cells) <==
kind of cell | after synthesis | in the layout | synth area share
other | 0 | 4 | 0
multiplexers | 537 | 537 | 0.1925
AND/OR/NAND/NOR | 186 | 186 | 0.03610
AND-OR/OR-AND | 54 | 54 | 0.01300
XOR/XNOR | 1 | 1 | 0.0002818
flip-flops | 901 | 901 | 0.7064
buffers and inverters | 199 | 1292 | 0.03199
adder cells (fa/ha/maj) | 49 | 49 | 0.01972
Power and IR drop assume default switching activity.
